$ cat design/flow/run.sh
#!/bin/bash
# OpenROAD 26Q1-2900-gdf79404cd8, Yosys 0.63+post, stock flow scripts
make -C /OpenROAD-flow-scripts/flow DESIGN_CONFIG=/design/flow/config.mk WORK_HOME=/design/flow/orfs finish
$ cat design/flow/config.mk
export PLATFORM = sky130hd
export DESIGN_NAME = HDU
export DESIGN_NICKNAME = HDU
export VERILOG_FILES = /design/flow/design.v
export SDC_FILE = /design/flow/constraint.sdc
export NUM_CORES = 4
export LEC_CHECK = 1
export CORE_AREA = 10 10 70 70
export DIE_AREA = 0 0 80 80
$ cat design/flow/constraint.sdc
current_design HDU

set clk_period 1.3
set clk_io_pct 0.2

create_clock -name clk0 -period $clk_period

set non_clock_inputs [all_inputs -no_clocks]
set_input_delay [expr $clk_period * $clk_io_pct] -clock clk0 $non_clock_inputs
set_output_delay [expr $clk_period * $clk_io_pct] -clock clk0 [all_outputs]
$ cat design/flow/design.v
module HDU (src_F_D, dst_F_D, dst_D_E, MEM_READ, F_D_ENB, PC_ENB, FLUSH_LOAD_USE, HAZARD_POP);
    input [2:0] src_F_D, dst_F_D, dst_D_E;
    input MEM_READ, HAZARD_POP;
    output F_D_ENB, PC_ENB, FLUSH_LOAD_USE;
    wire load_use;
    assign load_use = MEM_READ && ((dst_D_E == src_F_D) || (dst_D_E == dst_F_D)) && HAZARD_POP;
    assign F_D_ENB = load_use? 0: 1;
    assign PC_ENB = load_use? 0: 1;
    assign FLUSH_LOAD_USE = load_use? 1: 0;
endmodule
==> flow_summary_export.csv <==
group,metric,value,unit
sta,drv_slew,0,
floorplan,fp-utilization,2.527,%
critical_path,critPathLaunchType,"input port",
yosys,synthCells,12,
yosys,top_cells_by_area,"xor2_1 61%, nor4_1 14%, buf_4 8.7%",
floorplan,chip_area,6400,um^2
sta,maxSlewHeadroom,82.71,%
routing,via_per_inst,1.817,
run_status,violations,"setup timing",
routing,routed_wl,486,um
routing,drt_iter0_drc,0,
power,p_leak,0.1054,nW
sta,period_needed,1.301,ns
yosys,synthDistinctLibCells,6,
sta,postLayoutSetupSlackWorst,-0.0008209,ns
sta,worst_pin_slew,0.2584,ns
critical_path,crit_type,"input port to output pin",
floorplan,core,3416,um^2
global_routing,grt_max_degree,3,
yosys,top_cell_area_share,60.87,%
yosys,top_area_cell,"xor2_1",
yosys,ys_cells,12,
cells_and_area,final_cells,71,
global_routing,grt_overflow,0,
routing,wl_per_cell,6.845,um
run_status,status,"complete, but fails checks",
yosys,postSynthAreaPerCell,7.194,um^2
routing,ant_nets,0,
global_routing,antenna_found_initial,0,
yosys,synth-area-yosys,86.33,um^2
floorplan,fp.dieH,80,um
yosys,postSynthSeqShare,0,%
critical_path,arrival,1.04,ns
cells_and_area,seq_area,0,um^2
floorplan,die_width,80,um
sta,fin_crit_sh,100.1,%
global_routing,grtUsageTotal,1.202,%
cells_and_area,fillers,410,
sta,fmax,768.7,MHz
sta,whs,1.021,ns
clock_tree,post_cts_buffers,0,
place,dp.cells,71,
flow_run,drv_cap,0,
place,gp_congestion,0.7550,
flow_run,warnings,34,
critical_path,crit_required,1.04,ns
cells_and_area,flop-count,0,
power,p_per_area,237.6,nW/um^2
critical_path,critPathMaxFanout,2,
cells_and_area,drive_above_1_share,76.00,%
routing,top_layer_used,"met3",
cells_and_area,nClkBuffers,0,
floorplan,rows,21,
yosys,syn-cell-area,86.33,um^2
routing,routedLengthMet1,212,um
routing,vias,129,
routing,insertedDiodeCount,0,
sta,hold_viol,0,
power,ir_drop,0.02862,mV
clock_tree,cts_hold_buf,0,
routing,drc,0,
min_path,hp-class,"input port to output pin",
floorplan,io_pins,14,
routing,route.met2.wl,233,um
cells_and_area,syn2layout_area_growth,234.8,%
cells_and_area,fin_util,8.462,%
cells_and_area,finalInstanceArea,289.0,um^2
global_routing,grt_pass1_vias,145,
place,numPortBuffers,14,
sta,final-setup-viol-count,1,
critical_path,end_kind,"output pin",
routing,met3WireLength,40,um
sta,grt_setup_unrepaired,"yes",
routing,dr.pass1.iters,1,
global_routing,grt_pass1_wl,627,um
place,place_area,276.5,um^2
yosys,yosysWarnings,0,
-- worst max-delay path, stage by stage --
cell	delay (ns)
buf_8	0.10
xor2_2	0.18
nor4_4	0.28
or2_1	0.13
buf_2	0.09
-- cells by family (layout without fill, tap and decap cells) --
| family | count (synthesis) | in the layout | synth area share [%] |
|---|---|---|---|
| xor+xnor | 6 | 6 | 60.87 |
| simple gates | 5 | 5 | 30.43 |
| buf+inv | 1 | 14 | 8.699 |
-- metal layers --
layer  track usage [%]  up-vias
li1                  -       61
met1             1.389       60
met2             2.327        8
met3            0.2273        0
met4                 0        0
met5                 0        -
-- cell usage after synthesis, drive strengths merged --
cell type,number
xor2,6
nand2,1
nor4,2
or2,1
buf,1
nor2,1
-- final cells by class --
class,instances,area [um^2],area share (%)
multi-input cells,11,132.6,45.89
well taps,46,57.56,19.91
repair buffers,14,98.84,34.20
-- layout by cell type, fill, tap and decap left out --
cell and n:
xor2_1 2, nor4_4 1, or2_1 1, clkdlybuf4s15_1 1, dlygate4sd2_1 1, buf_8 2
nand2_2 1, nor4_2 1, buf_2 8, nor2_1 1, clkbuf_2 2, xor2_2 4
-- path summary, 6_finish.rpt --
check | startpoint | end | slack [ns] | cells past startpoint
max | dst_D_E[1] | FLUSH_LOAD_USE | -0.0008 | 5
min | dst_D_E[2] | PC_ENB | 1.02 | 5
-- where the power goes --
part	total (mW)	leakage, nW	switching [mW]	internal (mW)
clock	0	0	0	0
combinational	0.0687	0.105	0.0313	0.0374
sequential	0	0	0	0
-- per-stage QoR --
step                      setup TNS [ns]  setup WS, ns  total power, mW
after CTS                       -0.01401      -0.01401          0.06394
after global routing             -0.1163      -0.04305          0.07365
after detailed placement          -2.174       -0.7787          0.06462
after floorplan                        0        0.1654          0.01684
after global placement            -2.073       -0.7526          0.06483
final                         -0.0008209    -0.0008209          0.06867
-- timing repair --
action / 4_1_cts / 5_1_grt
gates resized: 52 / 8
endpoints found under the setup margin: 3 / 3
endpoints found under the hold margin: 0 / 0
pin swaps: 10 / 5
Power and IR drop assume default switching activity.
