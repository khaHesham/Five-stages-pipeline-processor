**./run.sh**
```bash
#!/bin/bash
# OpenROAD 26Q1-2900-gdf79404cd8, Yosys 0.63+post, stock flow scripts
make -C /OpenROAD-flow-scripts/flow DESIGN_CONFIG=/design/flow/config.mk WORK_HOME=/design/flow/orfs finish
```
**./config.mk**
```make
export PLATFORM = sky130hd
export DESIGN_NAME = ALU
export DESIGN_NICKNAME = ALU
export VERILOG_FILES = /design/flow/design.v
export SDC_FILE = /design/flow/constraint.sdc
export NUM_CORES = 4
export LEC_CHECK = 1
export CORE_UTILIZATION = 50
```
**./constraint.sdc**
```tcl
current_design ALU

set clk_period 8.9
set clk_io_pct 0.2

create_clock -name clk0 -period $clk_period

set non_clock_inputs [all_inputs -no_clocks]
set_input_delay [expr $clk_period * $clk_io_pct] -clock clk0 $non_clock_inputs
set_output_delay [expr $clk_period * $clk_io_pct] -clock clk0 [all_outputs]
```
**./design.v**
```verilog
module ALU(
           input [15:0] A,B,                         
           input ALU_EN,                             
           input [3:0] Function_Control,             
           input [3:0] shiftamount,                  
           input [2:0] flags_old,
           output [15:0] ALU_Out,                    
           output CarryOut,NegativeFlag,ZeroFlag     
    );
           localparam INC =4'b0000;   
           localparam DEC =4'b0001;   
           localparam ADD =4'b0010;   
           localparam SUB =4'b0011;   
           localparam MOV =4'b0100;   
           localparam NOT =4'b0101;   
           localparam OR = 4'b0110;   
           localparam AND =4'b0111;   
           localparam SHL =4'b1000;   
           localparam SHR =4'b1001;   
           localparam SETC=4'b1010;   
           localparam CLC =4'b1011;
              localparam OUT  = 4'b1100;
              localparam INC_SP= 4'b1101;
              localparam DEC_SP=4'b1110;
    reg [16:0] ALU_Result;
    reg carry;
    reg negativeFlag;
    reg zeroflag;
    always @(*)
    begin
        if(ALU_EN==1)
        begin
            carry=1'b0;
            negativeFlag=1'b0;
            zeroflag=1'b0;
            case(Function_Control)
              SETC: 
                begin
                  ALU_Result = 4'hzzzz;
                  carry = 1;
                  negativeFlag=flags_old[1];
                  zeroflag=flags_old[0];
                end
              CLC: 
                begin
                  ALU_Result = 4'hzzzz;
                  carry = 0;
                  negativeFlag=flags_old[1];
                  zeroflag=flags_old[0];
                end
              INC: 
                begin
                  ALU_Result = B + 1;
                  carry = ALU_Result[16];
                  zeroflag=( !ALU_Out ) ? 1 : 0;
                end
              DEC: 
                begin
                  ALU_Result = B - 1;
                  negativeFlag = ALU_Result[16];
                  zeroflag=( !ALU_Out ) ? 1 : 0; 
                end
              INC_SP: 
                begin
                  ALU_Result = A + 1;
                end
              DEC_SP: 
                begin
                  ALU_Result = A - 1;
                end
              ADD: 
                begin
                  ALU_Result = A + B;
                  carry=ALU_Result[16];
                  zeroflag=( !ALU_Out ) ? 1 : 0;
                end
              SUB: 
                begin
                  ALU_Result = A - B;
                  negativeFlag = ALU_Result[16];
                  zeroflag=( !ALU_Out ) ? 1 : 0;
                end
              NOT: 
                begin
                  ALU_Result = ~B;
                  zeroflag=( !ALU_Out ) ? 1 : 0;
                end
              MOV: 
                begin
                  ALU_Result = A;
                  zeroflag=( !ALU_Out ) ? 1 : 0;
                end
              AND: 
                begin
                  ALU_Result = A & B;
                  negativeFlag = ALU_Result[16];
                  zeroflag=( !ALU_Out ) ? 1 : 0;
                end
              OR: 
                begin
                  ALU_Result = A | B;
                  negativeFlag = ALU_Result[16];
                  zeroflag=( !ALU_Out ) ? 1 : 0;
                end
              SHL:  
                begin
                  carry = A[15];  
                  ALU_Result = A <<< shiftamount ;   
                  negativeFlag = ALU_Result[16];
                  zeroflag=( !ALU_Out ) ? 1 : 0;
                end
              SHR:  
                begin
                  carry = A[0]; 
                  ALU_Result = A >>> shiftamount ;  
                  negativeFlag = ALU_Result[16];
                  zeroflag=( !ALU_Out ) ? 1 : 0;
                end
              OUT: 
                begin
                  ALU_Result = B;
                end
              default:begin
                ALU_Result= 16'bZ;
              end
          endcase
        end
        else begin
           ALU_Result=16'bZ;
        end
    end
    assign ALU_Out = ALU_Result[15:0];  
    assign NegativeFlag = negativeFlag;
    assign ZeroFlag = zeroflag;  
    assign CarryOut = carry;  
endmodule
```
==> ci_impl_report.md <==
### Metrics collected by this job

| Metric | Value |
|---|---|
| Run status | `finished clean` |
| Async SR Flop Fraction | `0` |
| Worst setup slack before clock tree synthesis | `1.23 ns` |
| CP startpoint kind | `input port` |
| Largest net degree at the start of global routing | `~62` |
| Total Wirelength | `~26000 µm` |
| Vias in the first global route | `around 7000` |
| Endpoints left unconstrained | `6` |
| FP Core Util | `0.516` |
| Buffer count from post-CTS setup fixing | `0` |
| Final ANT Viol Nets | `0` |
| Total cells reported by yosys after synthesis | `a little under 900` |
| Final Hold Vio Count | `0` |
| Layout area overhead | `6.94%` |
| Endpoint arrival time on the critical path | `approximately 6 ns` |
| Number of gates resized after CTS | `0` |
| IO Count | `approximately 63` |
| Drt first-iter violations | `roughly 830` |
| Remaining routing DRC violations | `0` |
| Cell taking the most area after synthesis | `sky130_fd_sc_hd__ha_1` |
| Class of the worst hold path | `in2out` |
| Worst EP required | `~7.1 ns` |
| Maximum frequency from static timing analysis | `about 130 MHz` |
| Core ar. | `approximately 13000 µm²` |
| Via-per-instance ratio | `roughly 7.0` |
| Routed wire length per instance | `~24 µm` |
| Final setup TNS | `0 ns` |
| First-pass iteration count of the detailed router | `6` |
| Yosys reg bits | `3` |
| Power per cell area | `between 50 and 60 nW/µm²` |
| Dpl hpwl | `~20000 µm` |
| Number of synthesized flops with an enable pin | `0` |
| Stage-log warning count | `~72` |
| Total of max-cap violations | `0` |
| Antenna violations before repair | `0` |
| GP Congestion | `about 1.0` |
| LEAKAGE | `~0.0027 µW` |
| Post-layout min period | `7.80 ns` |
| Worst Tran Pin Value | `0.910 ns` |
| Fin Hold WS | `4.81 ns` |
| Die boundary height | `117 µm` |
| Global-route wire length before repair | `40100 µm` |
| Share of cells above drive strength 1 | `0.0972` |
| Overall global routing resource usage | `0.403` |
| Share of the cycle needed by the critical path after routing | `0.877` |
| Area fraction of the dominant cell type after synthesis | `0.109` |
| Width of the chip | `117 µm` |
| Sum of overflow across all layers after global routing | `0` |
| Std cell rows | `around 41` |
| Finish-stage setup viols | `0` |
| Headroom to the max-slew limit | `0.388` |
| Leading register cell type out of synthesis | `sky130_fd_sc_hd__dlxtp_1` |
| Post-layout total power | `~390 µW` |
| Hold path start | `Function_Control[0]` |
| Post-synth area hogs | `sky130_fd_sc_hd__ha_1, sky130_fd_sc_hd__mux4_2, sky130_fd_sc_hd__mux2i_1, sky130_fd_sc_hd__xnor2_1, sky130_fd_sc_hd__nor2_1` |
| Post-Synthesis Cells | `slightly below 900` |
| Hold_buf cts | `0` |
| Register pins left without a clock | `3` |
| Highest ir drop seen on vdd | `0.0461 mV` |
| Average cell area after synthesis | `about 7.3 µm²` |
| IO Port Bufs | `around 62` |
| Reg area | `between 40 and 50 µm²` |
| Top fanout value on the critical path | `16` |
| Worst Slack Setup Final | `1.10 ns` |
| Final design utilization | `0.551` |
| Type of the worst setup path | `in2out` |
| Critical path launch point | `A[1]` |
| Tally of unique sky130hd cells used after synthesis | `approximately 100` |
| Post-synthesis chip area from yosys | `~6600 µm²` |
| Via count | `around 7500` |
| Category of the worst setup path capture point | `output port` |
| Cell area after technology mapping | `6560 µm²` |
| Yosys warning total | `5` |
| Count of fill cells added during filler insertion | `about 1300` |
| Multi-input logic area | `5790 µm²` |
| Unrepaired setup endpoints after global routing | `no` |
| Final Max-Slew Violation Tally | `0` |
| Area of the die | `about 14000 µm²` |
==> kinds of logic (layout without fill, tap and decap cells) <==
logic type | count (synthesis) | after routing | share of synthesized area
compound gates | 247 | 247 | 0.273
xor+xnor | 45 | 45 | 0.0601
fa+ha+maj | 59 | 59 | 0.115
buf+inv | 133 | 134 | 0.112
latches | 3 | 3 | 0.00687
mux | 70 | 70 | 0.156
other cells | 0 | 1 | 0
simple gates | 337 | 337 | 0.277
==> state kept, by name (all words and copies together) (netlist names) <==
register	cells
carry	1
negativeFlag	1
zeroflag	1
==> cells in the final DEF (no fill, tap or decap), types with 21 or more instances in the layout <==
cell,instances
sky130_fd_sc_hd__mux2i_1,37
sky130_fd_sc_hd__mux4_2,21
sky130_fd_sc_hd__clkdlybuf4s50_1,59
sky130_fd_sc_hd__nor2_1,73
sky130_fd_sc_hd__a21oi_1,45
sky130_fd_sc_hd__nand2_1,55
sky130_fd_sc_hd__o21ai_0,37
sky130_fd_sc_hd__inv_1,46
sky130_fd_sc_hd__nor3_1,47
sky130_fd_sc_hd__buf_4,24
sky130_fd_sc_hd__nand3_1,31
sky130_fd_sc_hd__ha_1,57
sky130_fd_sc_hd__xnor2_1,41
==> synth_stat cells, types with 6 or more instances <==
master and instances:
sky130_fd_sc_hd__nor2_1 73, sky130_fd_sc_hd__ha_1 57, sky130_fd_sc_hd__nand2_1 55, sky130_fd_sc_hd__nor3_1 47, sky130_fd_sc_hd__inv_1 46, sky130_fd_sc_hd__a21oi_1 45
sky130_fd_sc_hd__xnor2_1 41, sky130_fd_sc_hd__mux2i_1 37, sky130_fd_sc_hd__o21ai_0 37, sky130_fd_sc_hd__buf_2 31, sky130_fd_sc_hd__nand3_1 31, sky130_fd_sc_hd__clkbuf_1 27
sky130_fd_sc_hd__mux4_2 21, sky130_fd_sc_hd__o22ai_1 19, sky130_fd_sc_hd__nand2b_1 17, sky130_fd_sc_hd__and3_1 16, sky130_fd_sc_hd__nor4_1 16, sky130_fd_sc_hd__a211oi_1 14
sky130_fd_sc_hd__nand4_1 13, sky130_fd_sc_hd__a22oi_1 12, sky130_fd_sc_hd__o211ai_1 11, sky130_fd_sc_hd__buf_6 10, sky130_fd_sc_hd__nor2b_1 10, sky130_fd_sc_hd__or3_1 10
sky130_fd_sc_hd__clkbuf_8 9, sky130_fd_sc_hd__o21ai_1 8, sky130_fd_sc_hd__o31ai_1 8, sky130_fd_sc_hd__a211o_1 7, sky130_fd_sc_hd__a21o_1 7, sky130_fd_sc_hd__a32oi_1 7
sky130_fd_sc_hd__nand3b_1 7, sky130_fd_sc_hd__or4_1 6
==> routing by layer <==
| layer | track usage | routed length (µm) |
|---|---|---|
| met1 | 0.568 | 10600 |
| met4 | 0.186 | 1410 |
| met3 | 0.0904 | 2830 |
| met5 | 0 | 0 |
| met2 | 0.590 | 11100 |
==> power by group <==
group / total, µW / switching (µW) / internal (µW) / leakage, µW
Clock: 0.000000134 / 0 / 0.000000128 / 0.00000000634
Sequential: 0.994 / 0.0743 / 0.919 / 0.0000221
Combinational: 389 / 227 / 162 / 0.00265
Total: 390 / 227 / 163 / 0.00267
==> final timing paths <==
kind                       to  cells after the start
hold / removal     ALU_Out[7]                      7
setup / recovery  ALU_Out[10]                     11
==> through the flow <==
stage | area (µm²) | std cells
final | 7010 | 1068
after global routing | 7010 | 1067
after CTS | 7010 | 1067
after detailed placement | 7010 | 1067
after global placement | 7010 | 1067
after floorplan | 6560 | 894
==> cell type report <==
cell class	count	share of cell area
inverters	48	0.0257
repair buffers	86	0.112
diodes	1	0.000357
well taps	172	0.0307
flip-flops and latches	3	0.00642
multi-input cells	758	0.825
==> worst max-delay path: stages <==
cell and delay (ns):
sky130_fd_sc_hd__clkdlybuf4s50_1 0.92, sky130_fd_sc_hd__inv_1 0.19, sky130_fd_sc_hd__xnor2_1 0.18, sky130_fd_sc_hd__ha_1 0.25, sky130_fd_sc_hd__nor4_1 0.53, sky130_fd_sc_hd__nor3b_1 0.57, sky130_fd_sc_hd__a32oi_1 0.23, sky130_fd_sc_hd__mux2i_1 0.16
sky130_fd_sc_hd__or4_1 0.54, sky130_fd_sc_hd__a211o_1 0.27, sky130_fd_sc_hd__clkdlybuf4s50_1 0.41
No activity file was given, so power comes from the tool's default toggle rates.
