`flow/run.sh`:
```
#!/bin/bash
# OpenROAD 26Q1-2900-gdf79404cd8, Yosys 0.63+post, stock flow scripts
make -C /OpenROAD-flow-scripts/flow DESIGN_CONFIG=/design/flow/config.mk WORK_HOME=/design/flow/orfs finish
```
`flow/config.mk`:
```
export PLATFORM = sky130hd
export DESIGN_NAME = regFile
export DESIGN_NICKNAME = regFile
export VERILOG_FILES = /design/flow/design.v
export SDC_FILE = /design/flow/constraint.sdc
export NUM_CORES = 4
export LEC_CHECK = 1
export CORE_UTILIZATION = 50
```
`flow/constraint.sdc`:
```
current_design regFile

set clk_period 7.4
set clk_io_pct 0.2

create_clock -name clk0 -period $clk_period [get_ports {clk}]

set non_clock_inputs [all_inputs -no_clocks]
set_input_delay [expr $clk_period * $clk_io_pct] -clock clk0 $non_clock_inputs
set_output_delay [expr $clk_period * $clk_io_pct] -clock clk0 [all_outputs]
```
`flow/design.v`:
```
module regFile #(parameter W=16 ) (clk, rst, regWrite, WD, WA, src, dst, Rsrc, Rdst);
    localparam N=3;
    input clk;
    input rst;
    input regWrite;
    input [W-1:0] WD;
    input [N-1:0] WA;
    input [N-1:0] src;
    input [N-1:0] dst;
    output [W-1:0] Rsrc;
    output [W-1:0] Rdst;
    integer i;
    reg [W-1:0] reg_file [2**N-1:0];
    assign Rsrc = reg_file[src];
    assign Rdst = reg_file[dst];
    always @(negedge clk) begin
        if (rst) begin
            for (i = 0; i < 2**N; i=i+1) begin
                reg_file[i] = 0;
            end
        end
        else if(regWrite) reg_file[WA] = WD; 
    end
endmodule
```
==> impl_metrics.env <==
# implementation run metrics
export IMPL_status="finished clean"
export IMPL_ys_seq_share_pct=55.5
export IMPL_port_buffers=59
export IMPL_layout_top_cells="129 x inv_1, 128 x nor3_1, 128 x edfxtp_1, 57 x clkdlybuf4s50_1, 56 x mux4_1"
export IMPL_cts_max_level=4
export IMPL_first_pass_iters=5
export IMPL_grtUsageMet1_pct=38.6
export IMPL_post_cts_resized=0
export IMPL_hold_slack_ns=4.28
export IMPL_num_rows=42
export IMPL_crit_path_end="Rdst[4]"
export IMPL_grt_pass1_vias=5274
export IMPL_die_h_um=120
export IMPL_grt_start_max_net_pins=38
export IMPL_largest_reg_flops=128
export IMPL_drive_gt1_share_pct=18.7
export IMPL_rsz0062_at_grt="false"
export IMPL_clk_pin_slew_ns=0.04
export IMPL_wl_per_cell_um=20.8
export IMPL_globalplace_congestion=0.836
export IMPL_drt_iter0_drc=308
export IMPL_critical_path_class="reg -> out"
export IMPL_cts_tree="done"
export IMPL_fin_tns_setup_ns=0
export IMPL_leakage_nw=3.52
export IMPL_finalInstanceArea_sq_um=8870
export IMPL_ys_cells=431
export IMPL_crit_fanout=2
export IMPL_drc=0
export IMPL_synth_cell_area_sq_um=6920
export IMPL_warnings=153
export IMPL_postSynthCellCount=431
export IMPL_hold_viol=0
export IMPL_synth_warnings=1
export IMPL_fin_total_pwr_mw=2.28
export IMPL_dp_hpwl_um=9920
export IMPL_track_usage_pct=28.3
export IMPL_clockBufferDepth=2
export IMPL_placed_cell_area_sq_um=7760
export IMPL_grt_antenna_before_repair=0
export IMPL_end_kind="primary output"
export IMPL_setup_viol=0
export IMPL_p_per_area_nw_per_um2=257
export IMPL_core_util_floorplan_pct=51.8
export IMPL_final_common_cell="inv_1"
export IMPL_hold_class="in -> out"
export IMPL_arrival_ns=5.77
export IMPL_synth_flops=128
export IMPL_die_x_um=120
export IMPL_grt_pass1_wl_um=26600
export IMPL_start_kind="register"
export IMPL_yosys_area_sq_um=6920
export IMPL_synthDistinctLibCells=18
export IMPL_ant_nets=0
export IMPL_timing_max_transition_violations_final=0
export IMPL_met3_usage_pct=16.0
export IMPL_final_util_pct=66.5
export IMPL_totalWireLength_um=16900
export IMPL_grt_overflow_total=0
export IMPL_root_buffer="clkbuf_16"
export IMPL_syn2layout_area_growth_pct=28.2
export IMPL_vias_per_cell=5.80
export IMPL_cts_post_setup_buffers_inserted=0
export IMPL_die_area_sq_um=14300
export IMPL_maxCapViolations=0
export IMPL_grt_met2_usage_pct=42.0
export IMPL_cts_sinks=128
export IMPL_diodes=0
export IMPL_postSynthAreaPerCell_sq_um=16.1
export IMPL_relSlewSlack_pct=59.3
export IMPL_tightest_slew_ns=0.610
export IMPL_fillers=962
export IMPL_cts_buffers=17
export IMPL_critPathLaunch="reg_file[2][4]"
export IMPL_grt_busiest_layer="met2"
export IMPL_irDropWorstVdd_v=0.000156
export IMPL_core_sq_um=13300
export IMPL_io_pins=60
export IMPL_vias=4716
export IMPL_crit_required_ns=5.92
export IMPL_hold_buffers=0
==> cell type report <==
class	instances	area [sq um]	area share (%)
clock buffer	17	425	4.79
clock inverter	143	692	7.80
inverter	16	60.1	0.677
multi-input combinational	238	2780	31.3
sequential	128	3840	43.3
tap	176	220	2.48
timing repair buffer	95	851	9.59
==> stage by stage <==
stage	cells	worst slack (ns)
global placement	654	0.420
global route	813	0.0643
finish	813	0.147
floorplan	431	0.217
detailed placement	654	0.363
CTS	813	0.134
==> cells in the mapped netlist (all sizes together) <==
| library cell | number | area (sq um) |
|---|---|---|
| o21bai | 8 | 60.1 |
| mux4 | 64 | 1650 |
| inv | 1 | 3.75 |
| buf | 18 | 146 |
| nand3b | 1 | 7.51 |
| clkinv | 16 | 60.1 |
| mux2 | 32 | 360 |
| nand2 | 1 | 3.75 |
| nand2b | 2 | 12.5 |
| or3b | 1 | 8.76 |
| clkbuf | 30 | 115 |
| edfxtp | 128 | 3840 |
| nor3 | 128 | 641 |
| or2 | 1 | 6.26 |
==> kinds of logic after synthesis <==
| logic type | Yosys count | share of synthesized area, % |
|---|---|---|
| and+or+nand+nor | 134 | 9.82 |
| DFF | 128 | 55.5 |
| muxes | 96 | 29.1 |
| buffers and inverters | 65 | 4.70 |
| AOI/OAI and AO/OA | 8 | 0.868 |
==> worst max-delay path, stage by stage (launching register included) <==
cell and delay, ns:
edfxtp_1 0.42, mux4_1 0.51, mux2_2 0.29, clkdlybuf4s50_1 0.40
==> per-layer routing <==
| metal | routed length (um) | vias to the layer above |
|---|---|---|
| met4 | 293 | 0 |
| met1 | 6110 | 2276 |
| met5 | 0 | - |
| met3 | 1820 | 21 |
| met2 | 8680 | 220 |
| li1 | - | 2199 |
==> power breakdown <==
part,internal [mW],switching [mW]
Sequential,0.851,0.0194
Clock,0.687,0.473
Combinational,0.145,0.109
==> how the worst min path moves through the flow <==
| stage | slack (ns) | cells past startpoint | from | to |
|---|---|---|---|---|
| 4_1_cts | 4.29 | 4 | src[1] | Rsrc[15] |
| 5_1_grt | 4.32 | 4 | dst[1] | Rdst[14] |
| 6_report | 4.28 | 4 | src[1] | Rsrc[15] |
Power and IR drop assume default switching activity.
